### /design/flow/run.sh
#!/bin/bash
# OpenROAD 26Q1-2900-gdf79404cd8, Yosys 0.63+post, stock flow scripts
make -C /OpenROAD-flow-scripts/flow DESIGN_CONFIG=/design/flow/config.mk WORK_HOME=/design/flow/orfs finish
### /design/flow/config.mk
export PLATFORM = sky130hd
export DESIGN_NAME = DataMemory
export DESIGN_NICKNAME = DataMemory
export VERILOG_FILES = /design/flow/design.v
export SDC_FILE = /design/flow/constraint.sdc
export NUM_CORES = 4
export LEC_CHECK = 1
export CORE_UTILIZATION = 40
### /design/flow/constraint.sdc
current_design DataMemory

set clk_period 7.7
set clk_io_pct 0.2

create_clock -name clk0 -period $clk_period [get_ports {clock}]

set non_clock_inputs [all_inputs -no_clocks]
set_input_delay [expr $clk_period * $clk_io_pct] -clock clk0 $non_clock_inputs
set_output_delay [expr $clk_period * $clk_io_pct] -clock clk0 [all_outputs]
### /design/flow/design.v
module InstrMem(instr, pc, clock);
	input [31:0] pc;
	input clock;
	output reg [31:0] instr;
	reg [31:0] memory[0:31];
	integer addr;
	initial
	begin
		memory[0] = 32'd0;  
		memory[1] = 32'd0;  
		memory[2] = 32'd0;  
		memory[3] = 32'd0;  
		memory[4] = 32'd0;  
		memory[5] = 32'd0;  
	end
	always @(posedge clock)
	begin
		addr = pc[31:0];
		instr = memory[addr / 4];
	end
endmodule
module ProgCounter(count, clock, reset);
	input clock, reset;
	output reg [31:0] count;
	always @(posedge clock)
		if (!reset)
			count = count + 1;
		else
			count = 0;
endmodule
module ALU32Bit(zero, carryOut, result, a, b, op);
	input [31:0] a, b;
	input [2:0] op;
	output reg [31:0] result;
	output zero, carryOut;
	reg carryOut;
	assign zero = (result == 0) ? 1 : 0;
	always @(a or b or op)
		case(op)
			0: result = a & b;
			1: result = a | b;
			2: {carryOut, result[31:0]} = a + b;
			6: {carryOut, result[31:0]} = a - b;
			7: result = a < b ? 1 : 0;
			default: result = 0;
		endcase
endmodule
module DataMemory(memRead, memWrite, readAddr, writeAddr,
	readData, writeData, clock);
	input memRead, memWrite, clock;
	input [31:0] readAddr, writeAddr, writeData;
	output reg [31:0] readData;
	reg [31:0] memory[0:31];
	initial
	begin
		memory[0] = 32'd0;
		memory[1] = 32'd0;
		memory[2] = 32'd0;
	end
	always @(posedge clock)
	begin
		if (memWrite)
			memory[writeAddr / 4] = writeData;
		else if (memRead)
			readData = memory[readAddr / 4];
	end
endmodule
module SignExtender(in, out);
	input [15:0] in;
	output [31:0] out;
	assign out = {{16{in[15]}}, in[15:0]};
endmodule
module ShiftLeft(in, out);
	input [31:0] in;
	output [31:0] out;
	assign out = {in[31:2], 2'b00};
endmodule
module concatJumpPC(out, jump, pc);
	input [31:0] jump, pc;
	output [31:0] out;
	assign out = {pc[31:28], jump[27:0]};
endmodule
==> out/qor.csv <==
stage;metric;value;unit
logic_synthesis;Yosys Chip Area;0.0392;mm2
job;total of max-cap violations;0;
floorplan;row cnt;114;
logic_synthesis;Top area cell types;edfxtp_1 (81%), a22oi_1 (6.3%), nor2_1 (0.94%);
finish;final instance area;0.0455;mm2
place;gp weighted congestion;0.919;
logic_synthesis;post-synthesis instance total;2170;
worst_setup_path;WS Path Type;input port to register;
logic_synthesis;count leader, synth;edfxtp_1;
global_routing;grt ovf;0;
clock_network;CTS sink count;1056;
worst_setup_path;startpoint types;input port;
floorplan;Die W;315;um
timing;final hold vios;0;
worst_setup_path;most used cell, CP;buf_4;
worst_setup_path;CP startpoint;readAddr[2];
floorplan;I/O pin count;131;
floorplan;die area;0.0992;mm2
global_routing;first-pass GRT wire length;183000;um
worst_setup_path;CP endpoint kind;register;
drt;Post-route DRC;0;
clock_network;Num CTS Buffers;103;
timing;RSZ-0062 raised after global routing;false;
global_routing;vias in the first global route;24700;
drt;Final ANT Viol Nets;0;
worst_setup_path;slowest stage cell, crit path;buf_4;
min_path;hold path start;memory[0][8]$_DFFE_PP_;
timing;pins over their slew limit;0;
logic_synthesis;Cell Type Count;63;
clock_network;CTS tree;built;
drt;initial DRC count;1677;
timing;final cycle utilization of the critical path;0.615;
worst_setup_path;worst r2r src;memory[29][27]$_DFFE_PP_;
finish;share of post-route cells with drive strength above 1;0.158;
timing;clock skew;0.0320;ns
logic_synthesis;Synth Seq Share;0.809;
finish;Area Overhead vs Synth;16.2;%
worst_setup_path;Crit path max-delay family;buffers and inverters;
logic_synthesis;Flops after synth;1056;
pwr;power per cell area;263;mW/mm2
clock_network;clock slew at reported path FFs;0.06;ns
timing;# setup viols final;0;
worst_setup_path;critical path's largest stage delay;0.52;ns
run_status;status;complete, no violations;
logic_synthesis;ys cells;2170;
timing;crit path time final;4.74;ns
drt;routed vias;23000;
place;placed cell area;0.0422;mm2
logic_synthesis;post-synth top area cell;edfxtp_1;
logic_synthesis;top cells by count, synth;edfxtp_1 (1,056), a22oi_1 (329), nor2_1 (98), nand2_1 (88), buf_2 (62);
logic_synthesis;Synth Area per Inst;18.1;um2
drt;Pre-antenna DRT Iters;22;
logic_synthesis;synthesized area;0.0392;mm2
global_routing;GRT Total Usage;0.295;
worst_setup_path;CP Data Required Time;8.05;ns
timing;Peak Freq;0.211;GHz
logic_synthesis;count of library flops with an enable pin;1056;
place;DPL Wire Length;74700;um
worst_setup_path;worst-path fanout max;30;
floorplan;fp_density;0.405;
drt;routed len/inst;35.3;um
worst_setup_path;CP Cell Sequence;buf_2 > buf_4 > nand2b_1 > buf_4 > nor2_4 > buf_4 > a22o_1 > a211o_1 > nor3_1 > a21oi_1;
clock_network;setup bufs post-CTS;0;
logic_synthesis;Post-synth ARST share;0;
pwr;maximum VDD drop;190;uV
clock_network;post-CTS resize count;0;
drt;drt via density;6.17;
logic_synthesis;Top cell area share;0.809;
clock_network;clk root buf;clkbuf_16;
floorplan;core footprint;0.0969;mm2
job;tool warnings;80;
logic_synthesis;Ys Warns;2;
global_routing;largest net degree at the start of global routing;39;
clock_network;H-tree levels;3;
place;number of buffers added on ports;76;
timing;Rel. slew slack;0.217;
timing;worst hold slack;0.558;ns
worst_setup_path;Critical Path AT;5.09;ns
drt;drt total wl;132000;um
clock_network;CTS Buffer Depth;3;
clock_network;Hold Buf Count CTS;0;
timing;setup_tns;0;ns
pwr;Total Power;12000;uW
pwr;Leakage;0.0144;uW
clock_network;Late-Pin Clk Latency;0.68;ns
floorplan;Chip Height;315;um
global_routing;initial antenna violation count;1;
min_path;hold crit path type;register to register;
timing;Slew @ Worst Pin;1.17;ns
worst_setup_path;worst path bufs/invs;4;
logic_synthesis;ys flop type;edfxtp_1;
## layout make-up
type	count	area, um2
fillers	7744	51300
flip-flops and latches	1056	31700
multi-input cells	993	7070
clock buffers	121	2730
repair buffers	213	1770
well taps	1276	1600
clock inverters	71	654
inverters	3	11.3
diodes	1	2.50
## kinds of logic (layout without fill, tap and decap cells)
| family | after synthesis | in the layout | share of synthesized area |
|---|---|---|---|
| AND-OR/OR-AND | 539 | 539 | 0.103 |
| buffers and inverters | 121 | 408 | 0.0185 |
| flip-flops | 1056 | 1056 | 0.809 |
| multiplexers | 54 | 54 | 0.0149 |
| other | 0 | 1 | 0 |
| AND/OR/NAND/NOR | 400 | 400 | 0.0541 |
## registers in the layout, indices dropped and copies added, names as in the netlist
register  count
memory     1024
readData     32
## final timing paths
path | slack (ns) | cells after the start | end
setup / recovery | 2.96 | 10 | readData[28]$_DFFE_PP_
hold / removal | 0.56 | 2 | readData[8]$_DFFE_PP_
setup reg to reg | 5.44 | 7 | readData[27]$_DFFE_PP_
hold reg to reg | 0.56 | 2 | readData[8]$_DFFE_PP_
## stage by stage
step	setup slack (ns)	std cells	utilization
floorplan	3.90	2170	-
detailed placement	2.32	3541	0.435
CTS	3.03	3733	0.470
global route	2.80	3733	0.470
finish	2.96	3734	0.470
global placement	2.42	3541	0.435
## layout by cell type, fill, tap and decap left out, types with 17 or more instances in the layout
cell type and instances:
a221oi_1 25, clkdlybuf4s50_1 71, nor2_1 63, nand3_1 30, o21ai_0 17, clkbuf_16 107, clkinv_1 27, nor2_4 52
a22oi_1 329, nor3_1 38, buf_4 138, mux2i_1 36, nand4_1 46, clkinv_2 26, nand2_1 88, edfxtp_1 1056
a22o_1 38, a21oi_1 47
## where the power goes
part           switching, uW  leakage (uW)  internal, uW  total, uW
logic                    368       0.00322           144        512
clock network           2100       0.00166          2920       5030
registers               17.6       0.00954          6410       6430
total                   2490        0.0144          9480      12000
## worst reg2reg max path, stage by stage (launching register included)
cell	delay, ns
edfxtp_1	0.36
mux2i_1	0.14
nor2_1	0.06
a22oi_1	0.30
nand3_1	0.13
nor4_1	0.70
buf_4	0.25
a21oi_1	0.07
## per-layer routing
metal / track usage / wire length [um]
met2: 0.417 / 59500
met3: 0.281 / 28900
met5: 0.0406 / 516
met1: 0.293 / 36400
met4: 0.113 / 6650
No activity file was given, so power comes from the tool's default toggle rates.
