==> ./design.v <==
module Mux2To1(out, in0, in1, sel);
	input in0, in1, sel;
	output out;
	assign out = (sel == 0) ? in0 : in1;
endmodule
module Mux2To1Bits8(out, in0, in1, sel);
	input [7:0] in0, in1;
	input sel;
	output [7:0] out;
	genvar k;
	generate
		for (k = 0; k < 8; k = k+1)
		begin: muxLoop1
			Mux2To1 m1(out[k], in0[k], in1[k], sel);
		end
	endgenerate
endmodule
module Mux2To1Bits32(out, in0, in1, sel);
	parameter w = 8;
	input [31:0] in0, in1;
	input sel;
	output [31:0] out;
	genvar j;
	generate
		for (j = 0; j < 4; j = j+1)
		begin: muxLoop2
			Mux2To1Bits8 m2(out[w*j+w-1: w*j], in0[w*j+w-1: w*j], in1[w*j+w-1: w*j], sel);
		end
	endgenerate
endmodule
module Mux3To1Bits32(out, in0, in1, in2, sel);
	input [31:0] in0, in1, in2;
	input [1:0] sel;
	output [31:0] out;
	wire [31:0] in3Dummy = 32'b0;
	wire [31:0] out01, out23;
	Mux2To1Bits32 m0(out01, in0, in1, sel[0]);
	Mux2To1Bits32 m1(out23, in2, in3Dummy, sel[0]);
	Mux2To1Bits32 m2(out, out01, out23, sel[1]);
endmodule
module AndBits32(out, in0, in1);
	input [31:0] in0, in1;
	output [31:0] out;
	assign out = in0 & in1;
endmodule
module OrBits32(out, in0, in1);
	input [31:0] in0, in1;
	output[31:0] out;
	assign out = in0 | in1;
endmodule
module FullAdderBits32(cout, sum, in0, in1, cin);
	input [31:0] in0, in1;
	input cin;
	output cout;
	output [31:0] sum;
	assign {cout, sum} = in0 + in1 + cin;
endmodule
module ALUBits32(a, b, binvert, cin, op, out, cout);
	input [31:0] a, b;
	input binvert, cin;
	input [1:0] op;
	output [31:0] out;
	output cout;
	wire [31:0] bin, andOut, orOut, sum;
	assign bin = (binvert == 0) ? b : ~b;
	AndBits32 a0(andOut, a, bin);
	OrBits32 o0(orOut, a, bin);
	FullAdderBits32 fa0(cout, sum, a, bin, cin);
	Mux3To1Bits32 m0(out, andOut, orOut, sum, op);
endmodule
module TestBench;
	reg binvert, cin;
	reg [1:0] op;
	reg [31:0] a, b;
	wire [31:0] out;
	wire cout;
	ALUBits32 alu(a, b, binvert, cin, op, out, cout);
	initial
	begin
		$monitor($time, "\t%d\t%d\t%d", a, b, out);
		a = 32'd1; b = 32'd3; cin = 0; binvert = 0; op = 2'b01;
		#5 a = 32'd15; b = 32'd16; cin = 1; binvert = 1; op = 2'b10;
	end
endmodule
==> ./run.sh <==
#!/bin/bash
# OpenROAD 26Q1-2900-gdf79404cd8, Yosys 0.63+post, stock flow scripts
make -C /OpenROAD-flow-scripts/flow DESIGN_CONFIG=/design/flow/config.mk WORK_HOME=/design/flow/orfs finish
==> ./config.mk <==
export PLATFORM = sky130hd
export DESIGN_NAME = ALUBits32
export DESIGN_NICKNAME = ALUBits32
export VERILOG_FILES = /design/flow/design.v
export SDC_FILE = /design/flow/constraint.sdc
export NUM_CORES = 4
export LEC_CHECK = 1
export CORE_UTILIZATION = 30
==> ./constraint.sdc <==
current_design ALUBits32

set clk_period 11.5
set clk_io_pct 0.2

create_clock -name clk0 -period $clk_period

set non_clock_inputs [all_inputs -no_clocks]
set_input_delay [expr $clk_period * $clk_io_pct] -clock clk0 $non_clock_inputs
set_output_delay [expr $clk_period * $clk_io_pct] -clock clk0 [all_outputs]
==> run summary <==
flow finished, numbers: CP max FO 32, cycle use final 0.755, num ports 101, RePlAce Congestion 0.847, hold_sp a[6], # hold bufs at CTS 0, average routed wire per standard cell 13.4 um, detailed placement HPWL 7620 um, Period minus WS final 8.69 ns, sequential area share after synthesis 0, FILL cells 1196, maxcap violations 0, layout clock buffer count 0, Post-Syn Instances 504, Yosys cell types 54, WS Path Type input pin to output port, final cell area excluding filler cells 0.00445 mm2, CP startpoint kind input pin, post-route ant nets 0, Leakage 2.14 nW, area grow syn2layout 24.9%, hold path endpoint out[6], Final Hold Viols 0, post-synth top area cell ha_1, fin. max-slew vios 0, slew margin rel. 0.452, Yosys top cell by instances inv_1, Worst Hold Class input pin to output port, critical path data arrival time 6.39 ns, pwr dens 62.2 mW/mm2, worst-margin pin slew 0.822 ns, # Post-CTS Setup Buffers 0, Setup crit start binvert, first-pass GRT wire length 16600 um, Die W 111 um, mapped cell area 0.00356 mm2, quantity of gates resized following cts 0, Site Rows 39, Core Area 0.0115 mm2, CP Capture Type output port, DR vias/cell 4.91, Storage cell area 0 um2, OpenROAD warning count 65, antenna violations before repair 0, Setup TNS Final 0 ns, status finished clean, largest net degree at the start of global routing 37, DRT iter0 DRCs 119, Setup Viol. Count Final 0, via count 3420, Tot GR Track Use 0.160, syn avg cell area 7.07 um2, Placement Cell Area 0.00445 mm2, Antenna diodes 0, WHS Path Cells 5, Die Ht 111 um, floorplan core density 0.309, TritonRoute pass-1 iters 23, Yosys Chip Area 0.00356 mm2, Worst IR Drop VDD 0.0245 mV, Max Clock Freq 115 MHz, ranking of synthesized cells by area ha_1 (22%), xor2_1 (11%), inv_1 (8.2%), die area 0.0123 mm2, Synth Warn # 0, DRC Markers 0, drt total wl 9340 um, IO Port Bufs 101, grt ovf 0, Area leader share 0.225, Critical Path RT 9.20 ns, vias in the first global route 3487, ys cells 504, Seq cells 0, unrepaired setup endpoints after global routing no, layout cell share with drive strength beyond 1 0.0307, Commonest cells post-synth inv_1 (78), ha_1 (64), xor2_1 (44)
## kinds of logic (layout without fill, tap and decap cells)
family | after synthesis | count (layout) | synth area share
AND/OR/NAND/NOR | 92 | 92 | 0.124
adder cells (fa/ha/maj) | 66 | 66 | 0.236
multiplexers | 19 | 19 | 0.0534
XOR/XNOR | 58 | 58 | 0.143
buffers and inverters | 133 | 183 | 0.174
AND-OR/OR-AND | 136 | 136 | 0.270
## area by class of cell
type	count	area (um2)	area share
inverters	78	293	0.0658
well taps	143	179	0.0402
repair buffers	105	1040	0.233
multi-input cells	371	2940	0.661
## routing by layer
layer | vias to the layer above | part of all wire | global-route usage
li1 | 1797 | - | -
met1 | 1545 | 0.50 | 0.234
met2 | 72 | 0.46 | 0.269
met3 | 6 | 0.033 | 0.0100
met4 | 0 | 0.0057 | 0.00822
met5 | - | 0 | 0
## layout by cell type, fill, tap and decap left out, drive strengths merged, types with 14 or more instances in the layout
cell type and instances:
clkdlybuf4s50 100, xnor2 14, a21o 14, inv 78
o21ai 20, mux2i 19, a21oi 30, o22ai 22
xor2 44, nor2 18, nand2 36, ha 64
## stage by stage
step	util	setup WS (ns)	power, mW	cells	hold WS [ns]
floorplan	-	3.39	0.199	504	4.80
global placement	0.386	2.83	0.276	697	5.70
detailed placement	0.386	2.77	0.277	697	5.72
CTS	0.386	2.76	0.279	697	5.72
global route	0.386	2.56	0.311	697	5.76
finish	0.386	2.81	0.277	697	5.70
## worst max-delay path: stages
cell             delay (ns)
buf_2                  0.07
buf_4                  0.43
xor2_1                 0.23
inv_1                  0.09
fa_1                   0.40
fa_1                   0.41
and2b_1                0.24
o2111ai_2              0.15
a21boi_2               0.23
a31oi_2                0.17
o32ai_4                0.33
nand3_2                0.15
o41ai_2                0.36
xnor2_1                0.14
o221ai_2               0.14
clkdlybuf4s50_1        0.50
## report_power, final
group / leakage (nW) / internal, mW / switching (mW)
sequential: 0 / 0 / 0
combinational: 2.14 / 0.139 / 0.138
clock: 0 / 0 / 0
## worst max-delay path by stage
stage         end  cells after the start
6_report  out[28]                     16
4_1_cts   out[28]                     16
5_1_grt   out[28]                     16
No activity file was given, so power comes from the tool's default toggle rates.
