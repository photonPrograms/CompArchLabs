**flow/run.sh**
```bash
#!/bin/bash
# OpenROAD 26Q1-2900-gdf79404cd8, Yosys 0.63+post, stock flow scripts
make -C /OpenROAD-flow-scripts/flow DESIGN_CONFIG=/design/flow/config.mk WORK_HOME=/design/flow/orfs finish
```
**flow/config.mk**
```make
export PLATFORM = sky130hd
export DESIGN_NAME = regFile_4
export DESIGN_NICKNAME = regFile_4
export VERILOG_FILES = /design/flow/design.v
export SDC_FILE = /design/flow/constraint.sdc
export NUM_CORES = 4
export LEC_CHECK = 1
export CORE_UTILIZATION = 30
```
**flow/constraint.sdc**
```tcl
current_design regFile_4

set clk_period 1.5
set clk_io_pct 0.2

create_clock -name clk0 -period $clk_period

set non_clock_inputs [all_inputs -no_clocks]
set_input_delay [expr $clk_period * $clk_io_pct] -clock clk0 $non_clock_inputs
set_output_delay [expr $clk_period * $clk_io_pct] -clock clk0 [all_outputs]
```
**flow/design.v**
```verilog
module d_ff(q, d, clock, reset);
	input d, clock, reset;
	output reg q;
	always @(posedge clock or negedge reset)
		if (~reset)
			q = 1'b0;
		else
			q = d;
endmodule
module reg_32bit(q, d, clock, reset);
	input [31:0] d;
	input clock, reset;
	output [31:0] q;
	genvar j;
	generate
		for (j = 0; j < 32; j = j + 1)
		begin: d_loop
			d_ff ff(q[j], d[j], clock, reset);
		end
	endgenerate
endmodule
module decoder2_4(out, in);
	input [1:0] in;
	output [3:0] out;
	assign
		out[0] = ~in[0] & ~in[1],
		out[1] = ~in[0] & in[1],
		out[2] = in[0] & ~in[1],
		out[3] = in[0] & in[1];
endmodule
module mux4_1(out, data0, data1, data2, data3, select);
	input [31:0] data0, data1, data2, data3;
	input [1:0] select;
	output reg [31:0] out;
	always @(data0 or data1 or data2 or data3 or select)
		case (select)
			2'b00: out = data0;
			2'b01: out = data1;
			2'b10: out = data2;
			2'b11: out = data3;
		endcase
endmodule
module regFile_4(readReg1, readReg2, clock, reset,
	writeRegNo, writeData, regWrite, readData1, readData2);
	input [1:0] readReg1, readReg2, writeRegNo;
	input clock, reset, regWrite;
	input [31:0] writeData;
	output [31:0] readData1, readData2;
	wire [3:0] decode;
	wire [31:0] w0, w1, w2, w3;
	decoder2_4 dec(decode, writeRegNo);
	and a0(c0, regWrite, clock, decode[0]);
	and a1(c1, regWrite, clock, decode[1]);
	and a2(c2, regWrite, clock, decode[2]);
	and a3(c3, regWrite, clock, decode[3]);
	reg_32bit r0(w0, writeData, c0, reset);
	reg_32bit r1(w1, writeData, c1, reset);
	reg_32bit r2(w2, writeData, c2, reset);
	reg_32bit r3(w3, writeData, c3, reset);
	mux4_1 m0(readData1, w0, w1, w2, w3, readReg1);
	mux4_1 m1(readData2, w0, w1, w2, w3, readReg2);
endmodule
```
==> impl_metrics.ini <==
; generated from flow reports
[global_routing]
grt_pass1_wl_um = 17180
use_met1_pct = 22.32
track_usage_pct = 14.69
grt_overflow = 0
top_usage_layer = met2
grtUsageMet3_pct = 3.953
grt_pass1_vias = 3123
antenna_found_initial = 0
grt_max_degree = 70
use_met2_pct = 24.16

[routing]
vias = 2679
diodes = 0
wire_per_inst_um = 18.72
dr.pass1.iters = 4
drc_errors = 0
final_antenna_net_count = 0
vias_per_cell = 4.603
wirelength_um = 10890
first_iter_violations = 51

[yosys]
ys_types = 9
synthTopCellsByArea = dfrtp_1 (66%), mux4_2 (28%), buf_12 (2.5%), mux4_1 (2.2%), buf_2 (0.62%)
yosysTopAreaCellShare_pct = 65.76
ys_warn_count = 6
numSynthFlops = 128
largest_area_cell = dfrtp_1
synth_area_mm2 = 0.004871
ys_seq_share_pct = 65.76
synth_area_per_cell_um2 = 23.19
yosysCellCount = 210
yosys_area_mm2 = 0.004871
syn_inst = 210

[die]
dieArea_mm2 = 0.01675
row_count = 46
io_pins = 105
fp.dieW_um = 129.4
die_h_um = 129.4
fp_util_pct = 30.66
core_area_mm2 = 0.01589

[placement]
gp_congestion = 0.7184
port_buffers = 105
place_hpwl_um = 6705
placed_cells = 531

[status]
status = finished with violations
failed_checks = setup timing

[flow_run]
warning_count = 34
cap_violations = 0

[worst_setup_path]
critPathRequiredTime_ns = 1.20
max_stage_delay_ns = 0.51
cp_top_family = multiplexers
path_common_cell = buf_12
crit_buf_inv = 4
cpMaxStageDelayCell = mux4_2
cp_max_fo = 6
startpoint_type = input port
critPathCaptureType = output port
cp_cell_sequence = buf_16 > buf_12 > buf_12 > mux4_2 > buf_2
path_class = input port to output port
arrival_ns = 1.32

[layout]
instances_no_fill = 582
final_common_cell = dfrtp_1
fill_cells = 1413
lay_top_cells = dfrtp_1 (128), buf_2 (66), mux4_2 (64)
layout-drive-gt1-share_pct = 54.37
synthToLayoutAreaGrowth_pct = 36.91

[timing]
fin_ws_ns = -0.1248
slew_headroom_pct = 45.05
fmax_mhz = 615.4
drv_slew = 0
unconstrained_endpoints = 128
finalSetupViolations = 56
whs_ns = 1.154
rsz0062_at_grt = yes
final_hold_viol_count = 0
min_period_ns = 1.625
tightest_slew_ns = 0.8243
period_used_pct = 108.3
unclocked_regs = 128

[min_path]
hold_class = input port to output port

[power_and_ir_drop]
vdd_drop_max_v = 0.0001778
leakage_uw = 0.002830
p_per_area_mw_per_mm2 = 159.9
-- cell families after synthesis --
logic type | count (synthesis) | synth area share (%)
simple gates | 4 | 0.7964
buf+inv | 14 | 3.545
mux | 64 | 29.90
flops | 128 | 65.76
-- cell usage after synthesis --
cell,instances
mux4_2,60
buf_12,6
and4_1,1
buf_6,2
mux4_1,4
buf_2,6
and4b_1,2
nor4bb_1,1
dfrtp_1,128
-- layout make-up --
cell class | count | area, um2 | share of cell area, %
Multi-Input combinational cell | 68 | 1495 | 22.42
Tap cell | 216 | 270.3 | 4.053
Sequential cell | 128 | 3203 | 48.03
Timing Repair Buffer | 170 | 1700 | 25.50
-- layer usage --
metal | vias up | routed length [um] | share of wire [%]
met5 | - | 0 | 0
met4 | 0 | 0 | 0
met3 | 0 | 854 | 7.8
met2 | 117 | 5530 | 51
met1 | 1415 | 4509 | 41
li1 | 1147 | - | -
-- metrics by stage --
step                total power (uW)  util [%]  worst slack [ns]  setup TNS [ns]  cell area, um2
floorplan                      441.3         -            0.1827               0            4871
global placement               943.4     39.14           -0.4795          -26.21            6217
detailed placement             954.2     39.14           -0.4714          -26.14            6217
CTS                             1089     41.91           -0.1406          -5.277            6658
global route                    1160     41.98           -0.1644          -6.924            6669
finish                          1066     41.98           -0.1248          -4.467            6669
-- path summary, 6_finish.rpt --
path / slack (ns) / endpoint / startpoint / cells after the start
worst max-delay path: -0.12 / readData2[19] / readReg2[0] / 5
worst min-delay path: 1.15 / readData1[13] / readReg1[0] / 4
-- repair_timing --
item | CTS | global route
setup buffers | 43 | 0
hold buffers | 0 | 0
gates resized | 256 | 3
cloned | 8 | 0
setup endpoints to repair | 64 | 63
endpoints found under the hold margin | 0 | 0
-- registers in the layout, indices dropped and copies added (netlist names) --
signal	count
r0.d_loop.ff.q	32
r1.d_loop.ff.q	32
r2.d_loop.ff.q	32
r3.d_loop.ff.q	32
-- where the power goes --
| part | switching [uW] | internal [uW] |
|---|---|---|
| clock | 0 | 0 |
| sequential | 19.0 | 126 |
| combinational | 349 | 572 |
| total | 368 | 698 |
Power is estimated from default activity; no workload was simulated.
